==> ./design.v <==
module data_mem #(parameter DATA_WIDTH = 32, ADDR_WIDTH = 32, MEM_SIZE = 64) (
    input clk,
    input wr_en,
    input [2:0] funct3,
    input [ADDR_WIDTH-1:0] wr_addr,
    input [DATA_WIDTH-1:0] wr_data,
    output reg [DATA_WIDTH-1:0] rd_data_mem
);
    reg [DATA_WIDTH-1:0] data_ram [0:MEM_SIZE-1];
    localparam WA = $clog2(MEM_SIZE);
    wire [ADDR_WIDTH-1:0] addr_word = wr_addr[ADDR_WIDTH-1:2];
    wire [WA-1:0] word_addr = addr_word % MEM_SIZE;
    wire [1:0] byte_offset = wr_addr[1:0];
    always @(posedge clk) begin
        if (wr_en) begin
            case (funct3)
                3'b000: begin  
                    case (byte_offset)
                        2'b00: data_ram[word_addr][7:0]   <= wr_data[7:0];
                        2'b01: data_ram[word_addr][15:8]  <= wr_data[7:0];
                        2'b10: data_ram[word_addr][23:16] <= wr_data[7:0];
                        2'b11: data_ram[word_addr][31:24] <= wr_data[7:0];
                    endcase
                end
                3'b001: begin  
                    if (byte_offset[1] == 1'b0)
                        data_ram[word_addr][15:0]  <= wr_data[15:0];
                    else
                        data_ram[word_addr][31:16] <= wr_data[15:0];
                end
                3'b010: begin  
                    data_ram[word_addr] <= wr_data;
                end
                default: ;  
            endcase
        end
    end
    always @(*) begin
        rd_data_mem = 32'b0;
        case (funct3)
            3'b000: begin  
                case (byte_offset)
                    2'b00: rd_data_mem = {{24{data_ram[word_addr][7]}},  data_ram[word_addr][7:0]};
                    2'b01: rd_data_mem = {{24{data_ram[word_addr][15]}}, data_ram[word_addr][15:8]};
                    2'b10: rd_data_mem = {{24{data_ram[word_addr][23]}}, data_ram[word_addr][23:16]};
                    2'b11: rd_data_mem = {{24{data_ram[word_addr][31]}}, data_ram[word_addr][31:24]};
                endcase
            end
            3'b001: begin  
                if (byte_offset[1] == 1'b0)
                    rd_data_mem = {{16{data_ram[word_addr][15]}}, data_ram[word_addr][15:0]};
                else
                    rd_data_mem = {{16{data_ram[word_addr][31]}}, data_ram[word_addr][31:16]};
            end
            3'b010: begin  
                rd_data_mem = data_ram[word_addr];
            end
            3'b100: begin  
                case (byte_offset)
                    2'b00: rd_data_mem = {24'b0, data_ram[word_addr][7:0]};
                    2'b01: rd_data_mem = {24'b0, data_ram[word_addr][15:8]};
                    2'b10: rd_data_mem = {24'b0, data_ram[word_addr][23:16]};
                    2'b11: rd_data_mem = {24'b0, data_ram[word_addr][31:24]};
                endcase
            end
            3'b101: begin  
                if (byte_offset[1] == 1'b0)
                    rd_data_mem = {16'b0, data_ram[word_addr][15:0]};
                else
                    rd_data_mem = {16'b0, data_ram[word_addr][31:16]};
            end
            default: rd_data_mem = 32'b0;
        endcase
    end
endmodule
==> ./run.sh <==
#!/bin/bash
# OpenROAD 26Q1-2900-gdf79404cd8, Yosys 0.63+post, stock flow scripts
make -C /OpenROAD-flow-scripts/flow DESIGN_CONFIG=/design/flow/config.mk WORK_HOME=/design/flow/orfs finish
==> ./config.mk <==
export PLATFORM = sky130hd
export DESIGN_NAME = data_mem
export DESIGN_NICKNAME = data_mem
export VERILOG_FILES = /design/flow/design.v
export SDC_FILE = /design/flow/constraint.sdc
export NUM_CORES = 4
export LEC_CHECK = 1
export CORE_UTILIZATION = 30
==> ./constraint.sdc <==
current_design data_mem

set clk_period 55.6
set clk_io_pct 0.2

create_clock -name clk0 -period $clk_period [get_ports {clk}]

set non_clock_inputs [all_inputs -no_clocks]
set_input_delay [expr $clk_period * $clk_io_pct] -clock clk0 $non_clock_inputs
set_output_delay [expr $clk_period * $clk_io_pct] -clock clk0 [all_outputs]
==> results.txt <==
Quick summary of the implementation run below.

The critical path endpoint category is an output port. According to the dpl log, the detail-placed design has an HPWL of 173000 um. The layout summary lists the proportion of cells stronger than drive strength 1 as 20.5%. The distinct cell type count after synthesis is 90. The post-detailed-route count of antenna-violating nets is 0. The number of cell instances after yosys synthesis is 4574. The most used flip-flop cell after synthesis is sky130_fd_sc_hd__edfxtp_1. In this run the power density over the cells is 34.3 mW/mm^2. The critical path start-end classification is in2out.

IR analysis of the VDD net gives a maximum drop of 0.0266 mV. The warning total across the stage logs came out at 50. The run finished with clean final reports.

The initial antenna violation count is 22. The sum of negative setup slack came out at 0 ps. The proportion of synthesized area in mux cells came out at 9.42%. The final worst slack is 27460 ps. The clock tree from TritonCTS is yes. The highest fanout seen on the critical path is 29. The final instance area came out at 0.0938 mm^2. The share of synthesized cell area in and, or, nand and nor gates is 3.86%. The overall track demand over capacity in global routing came out at 21.8%. Setup repair after global routing left no endpoint under its margin. The largest buffer count on any clock path is 3. The highest achievable clock rate came out at 35.5 MHz. Leaving out fill and tap cells, the most frequent cell in the layout is sky130_fd_sc_hd__edfxtp_1. The initialized floorplan defines 190 standard-cell rows. The routed layout has 47136 vias. The placement summary gives the final routability congestion estimate as 0.977. The final-layout worst hold slack is 10820 ps. The min-delay analysis places its worst path in the category in2reg. The required time at the worst endpoint is listed as 44480 ps. The cell count after synthesis came out at 4574. The instance area at placement came out at 0.0874 mm^2. The number of detailed-route iterations in the first pass came out at 6. After layout, the minimum clock period comes to 28140 ps.

The synthesized-area fraction occupied by adder cells is 0%. For this sky-water flow run, the detailed-routed wirelength per cell is reported as 32.2 um. The period utilization is 50.6%.

TritonRoute reported its final design rule violation total as 0. The cell area that synthesis handed to floorplanning was 0.0810 mm^2. After synthesis, the chip area reported by Yosys is 0.0810 mm^2. The H-tree generated during clock tree synthesis spans 4 levels. The pin count of the biggest net entering global routing came out at 86.

Leaving out fill and tap cells, the most frequent cells in the layout are 2048 x sky130_fd_sc_hd__edfxtp_1, 369 x sky130_fd_sc_hd__buf_4, 365 x sky130_fd_sc_hd__nor2_1. The number of setup violations in the final report came out at 0. Data on the critical path arrives at its endpoint at 17020 ps. The relative max-transition margin came out at 9.27%. The largest family of logic cells by area is multiplexers. The post-place setup slack came out at 27590 ps. The largest registers in the layout are data_ram x2048. Per the repair_timing log after CTS, setup buffers inserted total 0.

The starting DRC count in detailed routing came out at 3590. The core region is 0.268 mm^2. For this run the aggregate overflow at the end of global routing stands at 0. The leakage power in the latest report is 26.6 nW. The starting utilization of the core area came out at 30.2%. Pins over their slew limit in the final report were tallied at 0. The flop and latch count out of synthesis came out at 2048. Looking at the worst setup and hold paths, the clock pins of their registers show a slew of 60 ps.

The report counts max-capacitance violations totalling 0. The number of flip-flops under the largest register name came out at 2048. The count of flip-flops with a built-in enable after synthesis is 2048. The core utilization of the finished layout came out at 35.0%. In the routed layout, each cell is associated on average with a via count of 5.45. The cell at the root of the clock tree is sky130_fd_sc_hd__clkbuf_16. Of the total synthesized cell area, the portion taken by XOR and XNOR cells is 0%.

The number of buffers inserted by port buffering came out at 76. The largest register by flop count is data_ram. The average instance in the mapped netlist occupies 17.7 um^2. The number of hold-repair buffers added at the cts stage came out at 0. Counting every sink on the clock net gives 2048.

The count of endpoints failing hold in the final timing report is 0. The number of warnings printed during yosys synthesis is 1. The floorplan report gives the top-level pin count as 101.

The fraction of the yosys area taken by sequential cells is 75.9%. The post-cts gate resize count is 0. The post-synthesis to final-layout area growth came out at 15.8%.

The share of async-settable or async-resettable flops after synthesis is 0%. The CTS buffer count is 204. The die is 522 um wide. According to the floorplan report, the total die area is 0.272 mm^2. The pin slew with the least headroom to its limit is 1360 ps. The worst setup path is launched from an input pin.

The wire length of the first global-routing pass is 383000 um. The and-or/or-and share of the synthesized area is 8.42%. The layout filler cell count is 24728. The die height is 522 um. The final wirelength is 278000 um. The number of global-route vias before repair came to 49512.
final cells by class:
cell class	instances	area (um^2)	area share, %
antenna	15	37.5	0.0400
clock buffer	257	5370	5.72
clock inverter	115	983	1.05
inverter	16	70.1	0.0747
multi-input combinational	2189	17800	19.0
sequential	2048	61500	65.6
tap	3552	4440	4.74
timing repair buffer	449	3580	3.82
Yosys cell counts (all sizes together) (4+ instances only):
cell	count	share of area, %
and2	12	0.093
a221o	45	0.56
a31o	5	0.054
nor2b	6	0.053
nor4b	4	0.066
nor2	370	1.7
a2111oi	5	0.087
a22oi	149	1.4
mux2	155	2.2
nor4	9	0.085
o22ai	98	0.76
edfxtp	2048	76
o2bb2ai	28	0.30
a41oi	6	0.065
nand4	13	0.12
a22o	50	0.54
a21oi	108	0.67
a32oi	4	0.043
a31oi	20	0.15
nand3	23	0.14
o21ai	101	0.62
or4	5	0.046
o221ai	21	0.23
buf	219	1.8
nand2b	15	0.12
or2	4	0.031
a222oi	24	0.30
a211oi	10	0.093
clkbuf	102	0.47
mux2i	261	3.2
and3	7	0.054
a221oi	165	1.8
mux4	145	4.0
o22a	11	0.12
nor3	15	0.093
nand3b	5	0.046
o31ai	4	0.037
nand2	209	0.97
o211ai	25	0.25
and3b	6	0.065
inv	15	0.070
nor3b	6	0.062
stage by stage:
stage | instances | total power, W
after global routing | 8635 | 0.00329
final | 8641 | 0.00322
after CTS | 8626 | 0.00323
after floorplan | 4574 | 0.00182
after detailed placement | 8254 | 0.00192
after global placement | 8254 | 0.00192
report_power, final:
| group | switching, W | internal, W | total (W) |
|---|---|---|---|
| Sequential | 0.000000687 | 0.00169 | 0.00169 |
| Clock | 0.000577 | 0.000747 | 0.00132 |
| Combinational | 0.000145 | 0.0000563 | 0.000201 |
| Total | 0.000722 | 0.00250 | 0.00322 |
layer usage:
layer  share of wire [%]  GRT usage (%)
met1                  29           21.0
met2                  44           30.8
met3                  19           18.4
met4                 7.4           12.7
met5                0.55           4.67
worst paths after layout:
check | from | end | slack (ps) | cells past startpoint
worst max-delay path | wr_addr[2] | rd_data_mem[23] | 27460 | 14
worst min-delay path | wr_data[6] | data_ram[4][6] | 10820 | 2
critical path, stage by stage:
cell and delay (ps):
sky130_fd_sc_hd__buf_8 240, sky130_fd_sc_hd__buf_4 510, sky130_fd_sc_hd__buf_4 490, sky130_fd_sc_hd__nor2b_4 850
sky130_fd_sc_hd__buf_4 660, sky130_fd_sc_hd__a22oi_1 150, sky130_fd_sc_hd__o221ai_1 390, sky130_fd_sc_hd__a211oi_1 220
sky130_fd_sc_hd__o311a_1 300, sky130_fd_sc_hd__a221oi_2 410, sky130_fd_sc_hd__o211ai_4 380, sky130_fd_sc_hd__o211ai_1 470
sky130_fd_sc_hd__buf_4 220, sky130_fd_sc_hd__clkdlybuf4s50_1 470
cells by family after synthesis:
| group | count (synthesis) |
|---|---|
| flip-flops | 2048 |
| AND-OR/OR-AND | 910 |
| AND/OR/NAND/NOR | 718 |
| multiplexers | 561 |
| buffers and inverters | 337 |
Power is estimated from default activity; no workload was simulated.
